==> flow/design.v <==
`timescale 1ns / 1ps
module Adder (
    input                   [31 : 0]        a, b,
    input                   [ 0 : 0]        ci,
    output                  [31 : 0]        s,
    output                  [ 0 : 0]        co
);
wire    [2:0] cmid;
Adder_LookAhead8 adder0(
    .a(a[7:0]),
    .b(b[7:0]),
    .ci(ci),
    .s(s[7:0]),
    .co(cmid[0])
);
Adder_LookAhead8 adder1(
    .a(a[15:8]),
    .b(b[15:8]),
    .ci(cmid[0]),
    .s(s[15:8]),
    .co(cmid[1])
);
Adder_LookAhead8 adder2(
    .a(a[23:16]),
    .b(b[23:16]),
    .ci(cmid[1]),
    .s(s[23:16]),
    .co(cmid[2])
);
Adder_LookAhead8 adder3(
    .a(a[31:24]),
    .b(b[31:24]),
    .ci(cmid[2]),
    .s(s[31:24]),
    .co(co)
);
endmodule
`timescale 1ns / 1ps
module Adder_LookAhead8 (
    input                   [ 7 : 0]            a, b,
    input                   [ 0 : 0]            ci,          
    output                  [ 7 : 0]            s,           
    output                  [ 0 : 0]            co           
);
wire    [7:0] C;
wire    [7:0] G;
wire    [7:0] P;
assign  G = a & b;
assign  P = a ^ b;
assign  C[0] = G[0] | ( P[0] & ci );
assign  C[1] = G[1] | ( P[1] & G[0] ) | ( P[1] & P[0] & ci );
assign  C[2] = G[2] | ( P[2] & G[1] ) | ( P[2] & P[1] & G[0] ) | ( P[2] & P[1] & P[0] & ci );
assign  C[3] = G[3] | ( P[3] & G[2] ) | ( P[3] & P[2] & G[1] ) | ( P[3] & P[2] & P[1] & G[0] ) | ( P[3] & P[2] & P[1] & P[0] & ci );
assign  C[4] = G[4] | ( P[4] & G[3] ) | ( P[4] & P[3] & G[2] ) | ( P[4] & P[3] & P[2] & G[1] ) | ( P[4] & P[3] & P[2] & P[1] & G[0] ) | ( P[4] & P[3] & P[2] & P[1] & P[0] & ci );
assign  C[5] = G[5] | ( P[5] & G[4] ) | ( P[5] & P[4] & G[3] ) | ( P[5] & P[4] & P[3] & G[2] ) | ( P[5] & P[4] & P[3] & P[2] & G[1] ) | ( P[5] & P[4] & P[3] & P[2] & P[1] & G[0] ) | ( P[5] & P[4] & P[3] & P[2] & P[1] & P[0] & ci );
assign  C[6] = G[6] | ( P[6] & G[5] ) | ( P[6] & P[5] & G[4] ) | ( P[6] & P[5] & P[4] & G[3] ) | ( P[6] & P[5] & P[4] & P[3] & G[2] ) | ( P[6] & P[5] & P[4] & P[3] & P[2] & G[1] ) | ( P[6] & P[5] & P[4] & P[3] & P[2] & P[1] & G[0] ) | ( P[6] & P[5] & P[4] & P[3] & P[2] & P[1] & P[0] & ci );
assign  C[7] = G[7] | ( P[7] & G[6] ) | ( P[7] & P[6] & G[5] ) | ( P[7] & P[6] & P[5] & G[4] ) | ( P[7] & P[6] & P[5] & P[4] & G[3] ) | ( P[7] & P[6] & P[5] & P[4] & P[3] & G[2] ) | ( P[7] & P[6] & P[5] & P[4] & P[3] & P[2] & G[1] ) | ( P[7] & P[6] & P[5] & P[4] & P[3] & P[2] & P[1] & G[0] ) | ( P[7] & P[6] & P[5] & P[4] & P[3] & P[2] & P[1] & P[0] & ci );
assign  s[0] = P[0] ^ ci;
assign  s[1] = P[1] ^ C[0];
assign  s[2] = P[2] ^ C[1];
assign  s[3] = P[3] ^ C[2];
assign  s[4] = P[4] ^ C[3];
assign  s[5] = P[5] ^ C[4];
assign  s[6] = P[6] ^ C[5];
assign  s[7] = P[7] ^ C[6];
assign  co   = C[7];
endmodule
`timescale 1ns / 1ps
module Comp(
    input                   [31 : 0]        a, b,
    output                  [ 0 : 0]        ul,
    output                  [ 0 : 0]        sl
);
wire flag;
assign ul = ~flag;
assign sl = (a[31] == b[31]) ? ~flag : flag;
Sub sub_comp(
    .a(a),
    .b(b),
    .out(),
    .co(flag)
);
endmodule
`timescale 1ns / 1ps
module Sub(
    input                   [31 : 0]        a, b,
    output                  [31 : 0]        out,
    output                  [ 0 : 0]        co
);
Adder adder_sub(
    .a(a),
    .b(~b),
    .ci(1),
    .s(out),
    .co(co)
);
endmodule
==> flow/run.sh <==
#!/bin/bash
# OpenROAD 26Q1-2900-gdf79404cd8, Yosys 0.63+post, stock flow scripts
make -C /OpenROAD-flow-scripts/flow DESIGN_CONFIG=/design/flow/config.mk WORK_HOME=/design/flow/orfs finish
==> flow/config.mk <==
export PLATFORM = sky130hd
export DESIGN_NAME = Comp
export DESIGN_NICKNAME = Comp
export VERILOG_FILES = /design/flow/design.v
export SDC_FILE = /design/flow/constraint.sdc
export NUM_CORES = 4
export LEC_CHECK = 1
export CORE_AREA = 10 10 79 79
export DIE_AREA = 0 0 89 89
==> flow/constraint.sdc <==
current_design Comp

set clk_period 3.2
set clk_io_pct 0.2

create_clock -name clk0 -period $clk_period

set non_clock_inputs [all_inputs -no_clocks]
set_input_delay [expr $clk_period * $clk_io_pct] -clock clk0 $non_clock_inputs
set_output_delay [expr $clk_period * $clk_io_pct] -clock clk0 [all_outputs]
==> Changelog: implementation <==
### Implementation results

* Via-per-instance ratio at around 4.2
* Syn Area/Cell at between 7 and 8 sq um
* Setup TNS after final layout at 0 ns
* Endpoint class of the critical path: primary output
* Gate Area at ~810 sq um
* Cell type with the largest total area: ha_1
* Final critical-path share of the clock period at between 90% and 100%
* Post-DP Area at 1610 sq um
* Wire length per cell at 10.8 um
* # diodes at 0
* Measured slew at the worst slew-check pin at roughly 0.32 ns
* DRT iter0 DRCs at 10
* Synth cell types at 22
* GPL Wtd Cong at between 0.6 and 0.7
* Post-Place Cells at 240
* Fillers at around 510
* CP max FO at 2
* Gr usage total at under 10%
* Buffers on Ports at about 66
* Synth Seq Share at 0%
* # DRC at 0
* Minimum clock period at just over 3 ns
* Share of the synthesized area in the top cell type at 47.1%
* Cts hold-fix bufs at 0
* Count of final setup violators at 0
* Die width at 89 um
* Max cap viols at 0
* GRT Residual Overflow at 0
* Post-Layout Cell Count at between 200 and 250
* Final antenna-violating net count at 0
* Largest net degree at the start of global routing at 4
* DIE AREA at between 7000 and 8000 sq um
* Die Y at roughly 90 um
* Critical path class: input port to primary output
* Final Worst Setup Slack at around 0.083 ns
* Place WS at -0.357 ns
* Number of OpenROAD warnings at 32
* Final instance area at roughly 1700 sq um
* Routed wire length at between 2000 and 3000 um
* Clk_buf instances at 0
* Synth-to-Final Area Change at 100%
* Worst setup SP type: input port
* FP Core Util at a little under a fifth
* Lkg Pwr at approximately 0.84 nW
* I/O pin total at about 66
* Drt first pass iters at 4
* Most frequent cells in the layout: clkdlybuf4s50_1 (63), inv_1 (32), ha_1 (27), a21oi_1 (7)
* FP Rows at 25
* Fmax at about 0.32 GHz
* Fin. Hold Viols at 0
* Worst VDD drop at 0.0360 mV
* Top cells by area: ha_1 (47%), inv_1 (15%), a21oi_1 (4.1%)
* Most numerous logic cell after layout: clkdlybuf4s50_1
* Arrival time at the worst endpoint at roughly 2.5 ns
* Flop count at 0
* Gate Count Post-Synth at around 120
* Share of layout cells above drive strength 1 at between 10 and 15%
* Max Slew Vio Count at 0
* Routed vias at roughly 1000
* Antenna violations before repair at 0
* Yosys stat cell total at around 120
* Cell Area, Synth at between 800 and 900 sq um
* First-pass GRT wire length at 4290 um
* Status: complete, no violations
* Storage element area at 0 sq um
* Core area at about 4700 sq um
* Hold Crit Class: input port to primary output
* Rel. slew slack at 78.7%
* Pwr/cell area at ~120 nW/um^2
* Post-DP HPWL at between 2000 and 2500 um
* Yosys stat area at 851 sq um
* Vias in the first global route at ~1100
* YS warnings at 1
* Critical Path RT at 2.56 ns
## path summary, 6_finish.rpt
path  start     to  slack (ns)  depth (start not counted)
max   b[10]  sl[0]        0.08                         10
min   b[12]  ul[0]        2.05                          8
## synthesized netlist by cell type, drive strengths merged
cell / instances
o21ai: 7
nor2: 5
nand4: 1
a21o: 3
a21boi: 1
nand3: 3
o211ai: 3
a211oi: 3
nor3: 1
ha: 32
and3: 2
o22ai: 1
o221ai: 1
a21oi: 9
a2111oi: 1
and4: 3
nand2: 4
a31oi: 1
inv: 35
## final cells by class
cell class	count	share of cell area [%]
Inverter	35	7.72
Multi-Input combinational cell	81	47.7
Tap cell	54	3.97
Timing Repair Buffer	71	40.6
## cells by family (layout without fill, tap and decap cells)
group,Yosys count,after routing,share of synthesized area [%]
fa+ha+maj,32,32,47.1
compound gates,30,30,25.9
buf+inv,35,106,15.4
simple gates,19,19,11.6
## timing repair
| item | CTS | global route |
|---|---|---|
| buffers inserted | 0 | 1 |
| gates resized | 8 | 16 |
| endpoints found under the setup margin | 2 | 2 |
| pin swaps | 9 | 11 |
## stage by stage
stage | total power [W] | hold WS, ns | util [%]
after floorplan | 0.0000791 | 1.56 | -
after global placement | 0.000187 | 2.49 | 34.5
after detailed placement | 0.000188 | 2.49 | 34.5
after CTS | 0.000188 | 2.18 | 34.6
after global routing | 0.000229 | 2.11 | 36.5
final | 0.000200 | 2.05 | 36.5
## worst max-delay path: stages
cell and delay (ns):
clkdlybuf4s50_1 0.47, inv_2 0.04, ha_4 0.25, and4_4 0.21
and3_4 0.17, o211ai_1 0.08, o211ai_1 0.28, buf_4 0.17
a211oi_2 0.05, buf_2 0.12
## per-layer routing
| metal | wire (um) | track usage [%] | vias up |
|---|---|---|---|
| met4 | 0 | 0 | 0 |
| met1 | 1080 | 7.13 | 434 |
| li1 | - | - | 544 |
| met2 | 1190 | 11.7 | 37 |
| met5 | 0 | 0 | - |
| met3 | 333 | 2.85 | 0 |
## where the power goes
group	switching, W	internal, W	leakage, nW
Sequential	0	0	0
Clock	0	0	0
Combinational	0.0000702	0.000130	0.835
No activity file was given, so power comes from the tool's default toggle rates.
