## run.sh

```bash
#!/bin/bash
# OpenROAD 26Q1-2900-gdf79404cd8, Yosys 0.63+post, stock flow scripts
make -C /OpenROAD-flow-scripts/flow DESIGN_CONFIG=/design/flow/config.mk WORK_HOME=/design/flow/orfs finish
```

## config.mk

```make
export PLATFORM = sky130hd
export DESIGN_NAME = FindMode
export DESIGN_NICKNAME = FindMode
export VERILOG_FILES = /design/flow/design.v
export SDC_FILE = /design/flow/constraint.sdc
export NUM_CORES = 4
export LEC_CHECK = 1
export CORE_UTILIZATION = 50
```

## constraint.sdc

```tcl
current_design FindMode

set clk_period 62.5
set clk_io_pct 0.2

create_clock -name clk0 -period $clk_period [get_ports {clk}]

set non_clock_inputs [all_inputs -no_clocks]
set_input_delay [expr $clk_period * $clk_io_pct] -clock clk0 $non_clock_inputs
set_output_delay [expr $clk_period * $clk_io_pct] -clock clk0 [all_outputs]
```

## design.v

```verilog
`timescale 1ns / 1ps
module FindMode (
    input                               clk,
    input                               rst,
    input                               next,
    input       [7:0]                   number,
    output reg  [7:0]                   out
); 
reg [7:0] cnt[255:0];
reg [7:0] tmp;
integer i;
always @(posedge clk) begin
    if (rst) begin
        tmp <= 0;
        for (i = 0; i <= 255 ; i = i + 1)
            cnt[i] <= 0;
    end
    else if (next) begin
        cnt[number] <= cnt[number] + 1;
        if (cnt[number] >= cnt[tmp])
            tmp <= number;
        else
            tmp <= tmp;
    end
end
always @(*) begin
    out = tmp;
end
endmodule
```

==> notes.md <==
flow finished, numbers: vias in the first global route=71800, Worst EP arrival=21800 ps, dpl hpwl=243000 microns, All-Layer GR Usage=38.3%, Die Y=466 microns, routability cong.=0.994, instance count of the mapped netlist=7154, Worst Tran Pin Value=1030 ps, Clock transition at path regs=60 ps, worst hold path class=reg2reg, Slew HR=29.4%, filler cell count=16400, Final ANT Viol Nets=0, Post-synth seq share=57.4%, Max-cap violations=0, Hold Fails Final Rpt=0, Setup Fix Bufs, Post-CTS=0, CTS tree=built, Synth top area share=57.1%, post-synth cell types=61, Top cells by area=edfxtp_1, mux4_2, nor2_1, P_leak=39.6 nW, initial antenna violation count=22, nature of the critical path startpoint=input port, fin crit share=33.9%, RSZ-0062 raised after global routing=no, Die Width=466 microns, cell area after synthesis=0.108 sq mm, setup TNS=0 ps, fraction of layout cells with a size suffix above 1=25.0%, routed wire length=363000 microns, # setup viols final=0, main flop type=edfxtp_1, Num CTS Buffers=216, worst setup path category=in2reg, Placeable Area=0.213 sq mm, Worst Path Max Fanout=55, syn_area_per_cell=15.0 sq um, maximum number of pins on one net before global-route repair=117, post-CTS sizing=0, Fin Hold WS=627 ps, Final Max Tran Viols=0, Log Warnings=38, DRC=0, Die Size=0.217 sq mm, Registers, synthesis=2064, Post-CTS Hold Buffers=0, cell taking the most area after synthesis=edfxtp_1, first-pass GRT wire length=519000 microns, 1st-iter DRT viols=4830, Via density=6.72, clk ins delay skew pair=910 ps, Worst Skew=53.8 ps, FMAX=47.2 MHz, I/O Pins=19, Yosys Warn Count=1, EDFF count, synth=2048, Power Total=4.14 mW, wire per inst=36.7 microns, Worst EP required=63110 ps, Worst VDD drop=0.0000320 V, clock root buffer=clkbuf_16, global route overflow=0, synth-to-layout area growth=8.50%, outcome=completed, Buffers on Ports=18, Site Rows=169, Power Density=35.5 mW/mm^2, htree depth=4, Core Util at FP=50.6%, clk sinks=2064, vias=66500, CTS Buffer Depth=3, Critical Path End Type=register, Post-synth ARST share=0%, Detailed Routing Iterations Pass 1=6, # Cells Yosys=7154, yosys stat chip area=0.108 sq mm, post-layout min period=21200 ps
==> per-stage QoR <==
step / std cells / cell area (sq um) / util [%] / worst slack [ps]
finish: 9884 / 117000 / 54.8 / 41300
global route: 9878 / 117000 / 54.8 / 40650
CTS: 9872 / 117000 / 54.8 / 41250
detailed placement: 9483 / 110000 / 51.6 / 40310
global placement: 9483 / 110000 / 51.6 / 40400
floorplan: 7154 / 108000 / - / 45590
==> cells by family after synthesis <==
kind of cell / after synthesis / share of synthesized area [%]
AND-OR/OR-AND: 250 / 1.66
AND/OR/NAND/NOR: 2808 / 11.3
flip-flops: 2064 / 57.4
adder cells (fa/ha/maj): 9 / 0.105
XOR/XNOR: 6 / 0.0628
buffers and inverters: 708 / 3.21
multiplexers: 1309 / 26.2
==> sequential cells by signal, indices dropped and copies added (netlist names), named ones only <==
signal / count
tmp: 8
cnt: 2048
==> area by class of cell <==
class / instances / area (sq um) / area share (%)
timing repair buffer: 205 / 1810 / 1.55
sequential: 2064 / 61800 / 52.9
clock buffer: 281 / 5770 / 4.94
antenna: 12 / 30.0 / 0.0257
inverter: 11 / 46.3 / 0.0396
clock inverter: 108 / 1040 / 0.889
multi-input combinational: 4382 / 42700 / 36.6
tap: 2821 / 3530 / 3.02
==> cell usage after synthesis (80+ instances only) <==
cell type and n:
and3_1 261, buf_4 88, nand2b_1 282, mux4_2 1204, edfxtp_1 2048, mux2i_1 87, nor2_1 1829, a22oi_1 80
buf_2 117, nand2_1 331, buf_1 85, clkbuf_1 364
==> worst paths after layout <==
| path | start | end | slack, ps | depth (start not counted) |
|---|---|---|---|---|
| worst max-delay path | number[0] | cnt[192][7] | 41300 | 18 |
| worst min-delay path | tmp[0] | register | 630 | 2 |
| worst max register to register | register | register | 53830 | 21 |
| worst min register to register | tmp[0] | register | 630 | 2 |
==> placed cells by master, fill, tap and decap left out, types with 22 or more instances in the layout <==
| cell | count |
|---|---|
| o21ai_0 | 22 |
| a22o_1 | 26 |
| mux2i_1 | 87 |
| nand2b_1 | 282 |
| and3_1 | 261 |
| a21oi_1 | 42 |
| a22oi_1 | 80 |
| nand3_1 | 22 |
| clkbuf_16 | 218 |
| clkinv_2 | 34 |
| clkbuf_1 | 55 |
| nand2_1 | 331 |
| mux4_2 | 1204 |
| clkinv_1 | 41 |
| nor2_1 | 1807 |
| buf_4 | 171 |
| edfxtp_1 | 2048 |
==> routing by layer <==
| layer | track usage [%] | part of all wire (%) | up-vias |
|---|---|---|---|
| li1 | - | - | 27300 |
| met1 | 48.8 | 31 | 33700 |
| met2 | 51.4 | 45 | 4626 |
| met3 | 29.3 | 19 | 826 |
| met4 | 15.8 | 5.7 | 34 |
| met5 | 2.88 | 0.22 | - |
==> where the power goes <==
part           leakage [nW]  total [mW]  switching, mW  internal (mW)
logic                  15.1        1.26          0.744          0.521
clock network          3.30        1.25          0.555          0.699
registers              21.3        1.62         0.0526           1.57
==> critical path: stages <==
cell,delay (ps)
buf_8,470
buf_4,590
buf_4,570
buf_4,610
buf_4,610
buf_4,620
buf_4,630
mux4_2,590
mux4_2,500
a22oi_1,440
o311a_1,300
nand3_4,420
and3b_1,450
nand4_2,150
xor2_4,610
buf_4,700
buf_4,710
nor2_1,100
Power and IR drop assume default switching activity.
