File: flow/constraint.sdc
current_design RegFile

set clk_period 6.0
set clk_io_pct 0.2

create_clock -name clk0 -period $clk_period [get_ports {clk}]

set non_clock_inputs [all_inputs -no_clocks]
set_input_delay [expr $clk_period * $clk_io_pct] -clock clk0 $non_clock_inputs
set_output_delay [expr $clk_period * $clk_io_pct] -clock clk0 [all_outputs]
File: flow/config.mk
export PLATFORM = sky130hd
export DESIGN_NAME = RegFile
export DESIGN_NICKNAME = RegFile
export VERILOG_FILES = /design/flow/design.v
export SDC_FILE = /design/flow/constraint.sdc
export NUM_CORES = 4
export LEC_CHECK = 1
export CORE_UTILIZATION = 30
File: flow/design.v
`timescale 1ns / 1ps
module RegFile (
    input                     clk,           
    input         [4:0]       ra1,           
    input         [4:0]       ra2,           
    input         [4:0]       wa,            
    input                     we,            
    input         [31:0]      din,           
    output  reg   [31:0]      dout1,         
    output  reg   [31:0]      dout2          
);
reg [31:0] reg_file [31:0];  
always @(posedge clk) begin
    reg_file[0] <= 0;
    if (we && wa != 0) begin
        reg_file[wa] <= din;
    end
    else begin
        reg_file[wa] <= reg_file[wa];
    end
end
always @(*) begin
    if (ra1 == 0) begin
        dout1 = 0;
    end
    else if (we && ra1 == wa) begin
        dout1 = din;
    end
    else begin
        dout1 = reg_file[ra1];
    end
end
always @(*) begin
    if (ra2 == 0) begin
        dout2 = 0;
    end
    else if (we && ra2 == wa) begin
        dout2 = din;
    end
    else begin
        dout2 = reg_file[ra2];
    end
end
endmodule
File: flow/run.sh
#!/bin/bash
# OpenROAD 26Q1-2900-gdf79404cd8, Yosys 0.63+post, stock flow scripts
make -C /OpenROAD-flow-scripts/flow DESIGN_CONFIG=/design/flow/config.mk WORK_HOME=/design/flow/orfs finish
==> Flow_metrics.wiki <==
== Implementation results ==
{| class="wikitable"
! Metric !! Value
|-
| Final GP Congestion || 0.883
|-
| Actual transition at the worst max-transition pin || 885 ps
|-
| Crit path max fanout || 14
|-
| Crit start category || input pin
|-
| Share of the synthesized area in the top cell type || 64.2%
|-
| First-pass iteration count of the detailed router || 8
|-
| Final total negative setup slack || 0 ps
|-
| Internal power consumption || 12600 µW
|-
| Fraction of final layout cells sized beyond drive strength 1 || 27.7%
|-
| Initial DRC Count || 1887
|-
| Post-synth tally of flip-flops with integrated enable || 1024
|-
| Met3 demand-to-capacity share in global routing || 15.3%
|-
| Gates resized, CTS repair || 0
|-
| Area growth syn-to-layout || 17.1%
|-
| Most flops, register || reg_file
|-
| Kind of capture point of the worst setup path || primary output
|-
| Total DRC errors in the routed layout || 0
|-
| Part of the power in registers || 49.2%
|-
| Count of mapped cells out of synthesis || 2571
|-
| Floorplan utilization || 30.2%
|-
| Ys flops || 1024
|-
| Beginning of the critical path || wa[4]
|-
| Top cell type by instance count after synthesis || edfxtp_1
|-
| Maximum number of pins on one net before global-route repair || 61
|-
| Crit path time final || 5490 ps
|-
| Antenna-violating nets left || 0
|-
| Syn Std Cell Area || 47900 µm²
|-
| Hold violation total from the final report || 0
|-
| Leading cell types by total area after synthesis || edfxtp_1 (64%), mux4_2 (19%), mux2i_1 (5.5%), a22oi_1 (2.1%), nand2_1 (0.92%)
|-
| Number of I/O port buffers || 112
|-
| Die outline width || 401 µm
|-
| Max reg flops || 1024
|-
| Root Driver || clkbuf_16
|-
| Total half-perimeter wirelength after legalization and detailed placement || 93.3 mm
|-
| Worst voltage drop across the vdd grid || 0.236 mV
|-
| Number of max-slew violations in the final report || 0
|-
| P per Cell Area || 291 nW/µm²
|-
| I/O pin cnt || 113
|-
| Clock tree from TritonCTS || built
|-
| Vias per cell || 5.62
|-
| Switching fraction of total power || 22.8%
|-
| Endpoints failing setup || 0
|-
| Most common library cells after synthesis || edfxtp_1 (1024), mux4_2 (402), mux2i_1 (265)
|-
| Yosys warning total || 1
|-
| Registers with the most flip-flops || reg_file: 1024 flops
|-
| Total power after layout || 16300 µW
|-
| Global routing usage on met2 || 29.5%
|-
| Busiest layer in global routing || met2
|-
| Max-Cap Viols || 0
|-
| Overflow after GRT || 0
|-
| Run status || complete, no violations
|-
| Capturing instance or port of the critical path || dout2[12]
|-
| Count of clock tree sinks || 1024
|-
| Average wire per cell in the routed design || 30.5 µm
|-
| Setup Buffers After CTS || 0
|-
| Count of fill cells added during filler insertion || 14426
|-
| Cell type with the largest total area after synthesis || edfxtp_1
|-
| Num CTS Buffers || 107
|-
| Share of power burned in combinational logic || 9.4%
|-
| Maximum clock rate || 182 MHz
|-
| Clock network fraction of total power || 41.4%
|-
| Total routing resource utilization after global routing || 20.0%
|-
| Sequential share of the synthesized area || 64.2%
|-
| Clock Pin Slew Worst Setup and Hold Paths || 60 ps
|-
| Data arrival time at the worst-slack endpoint || 4290 ps
|-
| Maximum buffer depth of the clock tree || 3
|-
| Final worst path period share || 91.5%
|-
| Net switching power || 3720 µW
|-
| Setup CP Type || in -> out
|-
| Unrepaired setup endpoints after global routing || no
|-
| Total of hold buffers inserted after clock tree synthesis || 0
|-
| Row count || 146
|-
| Die H || 401 µm
|-
| H-tree level count || 3
|-
| Wire length of the first global-routing pass || 217 mm
|-
| Number of antenna violations at the first check in global routing || 12
|-
| Number of warnings in the stage logs || 26
|-
| Overall via count from detail_route || 27788
|-
| Avg Cell Area, Syn || 18.6 µm²
|-
| Die Size || 161000 µm²
|-
| Met1 demand-to-capacity share in global routing || 22.5%
|-
| # Cells Yosys || 2571
|-
| LEAKAGE || 0.0180 µW
|-
| Async S/R FF share, synth || 0%
|-
| Placeable core region || 158000 µm²
|-
| Predominant post-synthesis flop cell || edfxtp_1
|-
| Min-delay worst type || in -> reg
|-
| Synth unique cells || 53
|-
| Total wirelength of the detailed-routed design || 151 mm
|-
| Yosys Chip Area || 47900 µm²
|-
| Number of global-route vias before repair || 30520
|-
| Critical Path RT || 4800 ps
|-
| Worst slew margin || 40.8%
|}
-- how the worst min path moves through the flow --
| stage | start | end | cells past startpoint |
|---|---|---|---|
| 4_1_cts | din[18] | reg_file[10][18]$_DFFE_PP_ | 2 |
| 5_1_grt | din[18] | reg_file[14][18]$_DFFE_PP_ | 2 |
| 6_report | din[18] | reg_file[10][18]$_DFFE_PP_ | 2 |
-- cells in the final DEF (no fill, tap or decap), types with 23 or more instances in the layout --
master	netlist	layout
nand2_1	117	117
a32o_1	32	32
a21oi_1	43	43
buf_12	0	33
edfxtp_1	1024	1024
clkbuf_1	77	23
nor2_4	0	34
conb_1	1	32
o21ai_0	45	45
o221ai_1	38	38
a211oi_1	33	33
o22ai_1	31	31
mux4_2	402	402
a22oi_1	135	135
clkbuf_16	0	109
nor2_1	60	26
mux2i_1	265	265
clkinv_1	0	23
clkdlybuf4s50_1	0	103
buf_4	23	140
-- per-stage QoR --
| stage | hold slack, ps | util [%] | instances | setup slack (ps) | cell area, µm² |
|---|---|---|---|---|---|
| after floorplan | 1300 | - | 2602 | 2100 | 48000 |
| after CTS | 1260 | 35.4 | 4940 | 622 | 56100 |
| final | 1300 | 35.4 | 4945 | 512 | 56100 |
| after global routing | 1310 | 35.4 | 4942 | 364 | 56100 |
| after detailed placement | 2050 | 33.2 | 4741 | 598 | 52500 |
| after global placement | 2050 | 33.2 | 4741 | 701 | 52500 |
-- final cells by class --
class / instances / area (µm²) / area share (%)
antenna: 5 / 12.5 / 0.0223
clock buffer: 132 / 2810 / 5.02
clock inverter: 67 / 714 / 1.27
inverter: 2 / 7.51 / 0.0134
multi-input combinational: 1362 / 16400 / 29.2
sequential: 1024 / 30700 / 54.8
tap: 2072 / 2590 / 4.62
timing repair buffer: 281 / 2800 / 5.00
-- kinds of logic after synthesis --
kind of cell / Yosys count / share of synthesized area, %
flip-flops: 1024 / 64.2
buffers and inverters: 216 / 2.44
XOR/XNOR: 10 / 0.183
other: 1 / 0.00783
multiplexers: 673 / 24.6
AND/OR/NAND/NOR: 236 / 2.20
AND-OR/OR-AND: 411 / 6.35
-- worst max-delay path, cell delays in order --
cell,delay [ps]
clkdlybuf4s50_1,610
xnor2_1,220
and2_0,330
a21oi_4,720
o311ai_0,280
o211ai_1,260
buf_4,190
clkdlybuf4s50_1,470
-- layer usage --
metal  vias to the layer above  wire length (µm)
met2                      1924             69400
met5                         -               534
met3                       320             26000
met1                     14067             49300
met4                        29              5570
li1                      11448                 -
-- power groups by stage --
stage | clock (µW) | sequential (µW) | combinational (µW)
4_1_cts | 6840 | 8010 | 1540
5_1_grt | 7100 | 8020 | 1630
6_report | 6740 | 8010 | 1540
No activity file was given, so power comes from the tool's default toggle rates.
